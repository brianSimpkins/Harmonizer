`design/flow/config.mk`:
```
export PLATFORM = sky130hd
export DESIGN_NAME = fft_out_flop
export DESIGN_NICKNAME = fft_out_flop
export VERILOG_FILES = /design/flow/design.v
export SDC_FILE = /design/flow/constraint.sdc
export NUM_CORES = 4
export LEC_CHECK = 1
export CORE_AREA = 10 10 623 623
export DIE_AREA = 0 0 633 633
```
`design/flow/constraint.sdc`:
```
current_design fft_out_flop

set clk_period 97.0
set clk_io_pct 0.2

create_clock -name clk0 -period $clk_period [get_ports {clk}]

set non_clock_inputs [all_inputs -no_clocks]
set_input_delay [expr $clk_period * $clk_io_pct] -clock clk0 $non_clock_inputs
set_output_delay [expr $clk_period * $clk_io_pct] -clock clk0 [all_outputs]
```
`design/flow/design.v`:
```
module fft_spi(input  logic sck,  
               input  logic sdi,  
               input logic reset,
					input logic done,
               output logic sdo, 
               output logic [1023:0] fft_in,  
               output logic dataReady,  
               input  logic [1023:0] fft_out);  
	 logic [10:0]   cnt;
	 logic qdelayed;
	 always_ff @(negedge sck, posedge reset) begin
		  if (reset) cnt <= 0;
		  else 		 cnt <= cnt + 11'b1;
	 end
    always_ff @(posedge sck) begin
		  fft_in <= (cnt == 0) ? {fft_out[1022:0], sdi} : {fft_in[1022:0], sdi};
	 end
    always_ff @(negedge sck)
			qdelayed = fft_in[1023];
    assign sdo = (cnt === 0) ? fft_out[1023]: qdelayed;
    assign dataReady = (cnt === 1024);
endmodule
module fft_out_flop(
    input logic clk,  
    input logic [31:0] fft_out32,  
	 input logic fft_start,  
    input logic fft_done,  
    input logic fft_load,  
    input logic full_reset,
    output logic [1023:0] fft_out1024,  
    output logic buf_ready,
    output logic buf_empty
	 );
logic [6:0] cnt = 0;
logic [1023:0] q;
logic [1023:0] d;
logic [1023:0] d_shift;
always_ff @(negedge clk) begin
	 if (full_reset || fft_start) cnt <= 0;
	 else if (fft_done) cnt <= ((cnt == 32) ? cnt : cnt + 7'b1);
	 else cnt <= cnt;
end
always_ff @(negedge clk) begin
    if (full_reset) q <= 0;
    else q <= d;
end
always_comb begin
	d_shift = (cnt == 32) ? q : q << 32;
	d = (cnt == 32) ? q : {d_shift[1023:32], fft_out32};  
end
assign fft_out1024 = q;
assign buf_ready = (cnt == 32);
assign buf_empty = (cnt == 0);
endmodule
module fft_in_flop(
    input logic clk,  
    input logic [1023:0] fft_in1024,  
    input logic fft_processing,
    input logic reset,
    input logic dataReady,
	 input logic fft_done,
    input logic out_buf_empty,  
    input logic out_buf_ready,  
    output logic [31:0] fft_in32,  
    output logic fft_load,  
    output logic fft_start,  
    output logic [5:0] idx  
);
typedef enum logic {WAIT,SEND} state;
logic [6:0] cnt;
logic [1023:0] q;
logic [1023:0] d;
logic [1023:0] d_shift;
state currState;
state nextState;
logic [15:0] re16;  
assign re16 = q[1023:1008];  
assign d_shift = (cnt == 63) ? q : q << 16;
assign d = d_shift;
assign sendReady = !fft_processing && dataReady && !fft_done;  
always_ff @(posedge clk) begin
    if (currState == WAIT) cnt <= 0;  
    else cnt <= cnt + 7'b1;  
end
always_ff @(posedge clk) begin
    if (currState == WAIT) q <= fft_in1024;
    else q <= d;
end
always_ff @(posedge clk) begin
    if (reset) currState <= WAIT;
    else currState <= nextState;
end
always_comb begin
    case (currState)
        WAIT: nextState = (sendReady && cnt != 64) ? SEND : WAIT;
        SEND: nextState = (cnt === 63) ? WAIT : SEND;
        default: nextState = WAIT;
    endcase
end
assign fft_start = (cnt == 64);
assign fft_load = (currState == SEND && !fft_processing);
assign idx = cnt[5:0];
Extend32 extend(.a(re16), .b(fft_in32));  
endmodule
module Extend32(
    input logic [15:0] a,
    output logic [31:0] b
);
assign b = {a, {16'b0}};
endmodule
```
`design/flow/run.sh`:
```
#!/bin/bash
# OpenROAD 26Q1-2900-gdf79404cd8, Yosys 0.63+post, stock flow scripts
make -C /OpenROAD-flow-scripts/flow DESIGN_CONFIG=/design/flow/config.mk WORK_HOME=/design/flow/orfs finish
```
==> out/qor.yml <==
worst_setup_path:
  worstPathArrival_ps: 51840
  path_max_fanout: 53
  worstSetupStartpointType: "register"
  max_stage_delay_ps: 780
  worst_ep_required_time_ps: 77600
  crit_type: "reg -> out"
  path_cells: "inv_1 -> ha_1 -> or4b_4 -> nor3_1 -> clkdlybuf4s50_1"
  crit_slowest_cell: "or4b_4"
  critPathCaptureType: "primary output"
logic_synthesis:
  synthFlopType: "dfxtp_1"
  synth.area.top_cells: "dfxtp_1 (54%), a21oi_1 (13%), nand3_1 (13%), o21ai_0 (11%), clkbuf_1 (4.3%)"
  synth-edff-count: 0
  ys_seq_frac: 0.535
  synthDistinctLibCells: 29
  top_cells_by_count: "dfxtp_1 (1031), a21oi_1 (1026), nand3_1 (1024), o21ai_0 (825), clkbuf_1 (441)"
  async_flop_share: 0
  avgSynthCellArea_um2: 8.19
  ys_warn_count: 1
  ys_chip_area_um2: 38600
  ys.flops: 1031
  synth_area_um2: 38600
  yosys_cells: 4711
  largest_area_cell: "dfxtp_1"
  synth_top_cell_by_count: "dfxtp_1"
  top_area_frac: 0.535
  synth_cells: 4711
final_layout:
  fillers: 41900
  syn_to_final_growth_pct: 62.6
  final_util: 0.167
  fin_cells: 11600
  drive_above_1_share: 0.0566
route:
  drc: 0
  ant_nets: 0
  vias: 43800
  via_per_inst: 3.77
  drt-initial-drc-count: 4270
  totalWireLength_um: 242000
  first_pass_iters: 6
  drt-wirelength-per-cell_um: 20.8
power:
  p_leak_nw: 22.5
  powerDensity_nw_per_um2: 18.1
  max-vdd-ir-drop_mv: 0.0192
floorplanning:
  ios: 1063
  chipArea_um2: 401000
  placementRows: 225
  die_x_um: 633
  initial_core_util: 0.103
  die-height_um: 633
  fp.coreArea_um2: 375000
global_routing:
  overflow: 0
  grt_pass1_vias: 43200
  track_usage: 0.115
  grt_max_degree: 158
  antenna_found_initial: 23
  grt_pass1_wl_um: 325000
clocking:
  post_cts_buffers: 0
  insertion_delay_ps: 860
  clk_path_buf_depth: 4
  cts_num_sinks: 1031
  path_clk_slew_ps: 30
  postCtsHoldBufs: 0
  cts_resized: 0
  tritoncts: "yes"
  cts_root_buf: "clkbuf_16"
  htreeDepth: 4
  numCtsBuffers: 136
hold_path:
  hold_path_class: "reg -> reg"
timing:
  rsz0062_at_grt: "no"
  relSlewSlack: 0.417
  slew_violations: 0
  fin_skew_ps: 70.4
  worstMarginPinSlew_ps: 872
  hold_violations: 0
  setup_tns_ps: 0
  setup_viol: 0
placed_design:
  place.gp.congestion: 0.883
  numPortBuffers: 1061
  dp_cells: 10400
  dp_hpwl_um: 180000
run:
  maxCapViolCount: 0
  log.warning_count: 1065
run_status:
  outcome: "complete, no violations"
==> power by group <==
group	internal, W	switching (W)
logic	0.00000788	0.0000284
clock network	0.000349	0.000319
registers	0.000430	0.00000244
==> area by class of cell <==
class,count,area [um^2],share of cell area
well taps,4994,6250,0.0997
inverters,2,7.51,0.000120
clock buffers,138,3450,0.0551
flip-flops and latches,1031,20600,0.329
diodes,9,22.5,0.000359
multi-input cells,3106,15700,0.250
repair buffers,1220,11900,0.190
clock inverters,1124,4740,0.0756
==> layout by cell type (no fill, tap or decap), drive strengths merged, types with 3 or more instances in the layout <==
cell / netlist / layout
inv: 3 / 1075
clkdlybuf4s50: 0 / 1060
dfxtp: 1031 / 1031
a21oi: 1026 / 1026
o21ai: 1026 / 1026
nand3: 1024 / 1024
buf: 130 / 160
clkbuf: 441 / 138
clkinvlp: 0 / 30
bufinv: 0 / 12
diode: 0 / 9
clkinv: 0 / 9
nand2: 5 / 5
nor2: 4 / 4
nand4: 3 / 3
==> routing by layer <==
layer / vias to the layer above / track usage / share of wire
li1: 20600 / - / -
met5: - / 0 / 0
met4: 0 / 0.0605 / 0.049
met3: 332 / 0.0419 / 0.077
met2: 1862 / 0.206 / 0.53
met1: 21000 / 0.117 / 0.34
==> sequential cells by signal, summed over array words and instances, names as in the netlist <==
register  flops
q          1024
cnt           7
==> worst max-delay path, delay by kind of cell, from the launching register on <==
family	cells	cell delay, ps
fa+ha+maj	1	170
simple gates	2	1260
buf+inv	2	720
flops	1	340
==> logic make-up (layout without fill, tap and decap cells) <==
| kind of cell | after synthesis | count (layout) | synth area share |
|---|---|---|---|
| fa+ha+maj | 2 | 2 | 0.000649 |
| mux | 1 | 1 | 0.000260 |
| flops | 1031 | 1031 | 0.535 |
| compound gates | 2057 | 2057 | 0.267 |
| buf+inv | 574 | 2484 | 0.0604 |
| xor+xnor | 2 | 2 | 0.000454 |
| simple gates | 1044 | 1044 | 0.136 |
| other cells | 0 | 9 | 0 |
==> worst paths after layout <==
check                              from        end  slack [ps]  cells past startpoint
worst min-delay path            q[1014]    q[1014]         460                      2
worst max-delay path             cnt[0]  buf_empty       25760                      5
worst max register to register   cnt[5]     q[643]       91110                      9
worst min register to register  q[1014]    q[1014]         460                      2
==> metrics by stage <==
stage / setup WS (ps) / instance area [um^2] / power (W) / hold slack [ps]
final: 25760 / 62700 / 0.00114 / 458
after global routing: 25660 / 62700 / 0.00122 / 474
after CTS: 25690 / 62700 / 0.00116 / 450
after floorplan: 27620 / 38600 / 0.000521 / 429
after detailed placement: 26080 / 54500 / 0.000538 / 456
after global placement: 26090 / 54500 / 0.000538 / 451
Power and IR drop assume default switching activity.
